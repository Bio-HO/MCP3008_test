===== design.v =====
module seg7(clk_50M,rst,seg7_x,seg7_y,out_data,channel);
output reg[7:0] seg7_x;
output reg[7:0] seg7_y;
input[2:0] channel;
input[9:0] out_data;
input clk_50M;
input rst;
wire[7:0] x_0;
wire[7:0] x_1;
reg[7:0] x_2;
wire[7:0] x_3;
reg[7:0] x_4;
reg[7:0] x_5;
reg[7:0] x_6;
reg[7:0] x_7;
reg[2:0] count;
assign x_0=8'b10011100;	 
assign x_1=8'b01101110;	 
always@(channel)
begin
	case(channel)	 
		3'b000:x_2=8'b01100000;	 
		3'b001:x_2=8'b11011010;	 
		3'b010:x_2=8'b11110010;	 
		3'b011:x_2=8'b01100110;	 
		3'b100:x_2=8'b10110110;	 
		3'b101:x_2=8'b10111110;	 
		3'b110:x_2=8'b11100100;	 
		3'b111:x_2=8'b11111110;	 
		default;
	endcase
end
assign x_3=8'b00000000;	 
reg[12:0] bcd;
integer i,j;
always@(out_data) 
begin
  bcd[12:0] =13'b0000000000000;      
  bcd[9:0] = out_data;                                    
  for(i = 0; i <= 6; i = i+1)                        
    for(j = 0; j <= i/3; j = j+1)                      
      if (bcd[10-i+4*j -: 4] > 4)                       
        bcd[10-i+4*j -: 4] = bcd[10-i+4*j -: 4] + 4'd3;  
end
always@(bcd[12])
begin
	case(bcd[12])
	 	4'b0000:x_4<=8'b11111100; 
	 	4'b0001:x_4<=8'b01100000; 
	 	default:x_4<=8'b11111100; 
	endcase
end
always@(bcd[11:8])
begin	
	case(bcd[11:8])
	 	4'b0000:x_5<=8'b11111100; 
	 	4'b0001:x_5<=8'b01100000; 
	 	4'b0010:x_5<=8'b11011010; 
	 	4'b0011:x_5<=8'b11110010; 
	 	4'b0100:x_5<=8'b01100110; 
	 	4'b0101:x_5<=8'b10110110; 
	 	4'b0110:x_5<=8'b10111110; 
	 	4'b0111:x_5<=8'b11100100; 
		4'b1000:x_5<=8'b11111110; 
		4'b1001:x_5<=8'b11110110; 
		default:x_5<=8'b11111100; 
	endcase
end
always@(bcd[7:4])
begin
	case(bcd[7:4])
	 	4'b0000:x_6<=8'b11111100; 
	 	4'b0001:x_6<=8'b01100000; 
	 	4'b0010:x_6<=8'b11011010; 
	 	4'b0011:x_6<=8'b11110010; 
	 	4'b0100:x_6<=8'b01100110; 
	 	4'b0101:x_6<=8'b10110110; 
	 	4'b0110:x_6<=8'b10111110; 
	 	4'b0111:x_6<=8'b11100100; 
		4'b1000:x_6<=8'b11111110; 
		4'b1001:x_6<=8'b11110110; 
		default:x_6<=8'b11111100; 
	endcase
end
always@(bcd[3:0])
begin	
	case(bcd[3:0])
	 	4'b0000:x_7<=8'b11111100; 
	 	4'b0001:x_7<=8'b01100000; 
	 	4'b0010:x_7<=8'b11011010; 
	 	4'b0011:x_7<=8'b11110010; 
	 	4'b0100:x_7<=8'b01100110; 
	 	4'b0101:x_7<=8'b10110110; 
	 	4'b0110:x_7<=8'b10111110; 
	 	4'b0111:x_7<=8'b11100100; 
		4'b1000:x_7<=8'b11111110; 
		4'b1001:x_7<=8'b11110110; 
		default:x_7<=8'b11111100; 
	endcase
end
wire low_clk=clk_count[12];
reg[12:0] clk_count;
always@(posedge clk_50M or negedge rst)
begin
	if(!rst)
	begin
		clk_count<=13'b0000000000000;
	end
	else
	begin
		clk_count<=clk_count+1'b1;
	end
end
always@(posedge low_clk or negedge rst)
begin
	if(!rst)
	begin
		count<=3'b000;
		seg7_x<=8'b11111111;
		seg7_y<=8'b11111111;
	end
	else
	begin
		count<=count+1'b1;
		case(count)	
				3'b000: 
				begin
					seg7_x<=8'b01111111;
					seg7_y<=~x_0;
				end
				3'b001: 
				begin
					seg7_x<=8'b10111111;
					seg7_y<=~x_1;
				end
				3'b010: 
				begin
					seg7_x<=8'b11011111;
					seg7_y<=~x_2;
				end
				3'b011: 
				begin
					seg7_x<=8'b11101111;
					seg7_y<=~x_3;
				end
				3'b100: 
				begin
					seg7_x<=8'b11110111;
					seg7_y<=~x_4;
				end
				3'b101: 
				begin
					seg7_x<=8'b11111011;
					seg7_y<=~x_5;
				end
				3'b110: 
				begin
					seg7_x<=8'b11111101;
					seg7_y<=~x_6;
				end
				3'b111: 
				begin
					seg7_x<=8'b11111110;
					seg7_y<=~x_7;
				end
				default
				begin
					seg7_x<=8'b11111111;
					seg7_y<=8'b11111111;
				end
		endcase
	end
end
endmodule

===== run.sh =====
#!/bin/bash
# OpenROAD 26Q1-2900-gdf79404cd8, Yosys 0.63+post, stock flow scripts
make -C /OpenROAD-flow-scripts/flow DESIGN_CONFIG=/design/flow/config.mk WORK_HOME=/design/flow/orfs finish

===== config.mk =====
export PLATFORM = sky130hd
export DESIGN_NAME = seg7
export DESIGN_NICKNAME = seg7
export VERILOG_FILES = /design/flow/design.v
export SDC_FILE = /design/flow/constraint.sdc
export NUM_CORES = 4
export LEC_CHECK = 1
export CORE_UTILIZATION = 40

===== constraint.sdc =====
current_design seg7

set clk_period 3.4
set clk_io_pct 0.2

create_clock -name clk0 -period $clk_period [get_ports {clk_50M}]

set non_clock_inputs [all_inputs -no_clocks]
set_input_delay [expr $clk_period * $clk_io_pct] -clock clk0 $non_clock_inputs
set_output_delay [expr $clk_period * $clk_io_pct] -clock clk0 [all_outputs]

==> Flow_metrics.wiki <==
== Implementation results ==
{| class="wikitable"
! Metric !! Value
|-
| Kind of capture point of the worst setup path || flop
|-
| Total number of placement rows || 37
|-
| Static Leak || approximately 1.9 nW
|-
| Family of cells with the greatest summed delay on the critical path || simple AND/OR/NAND/NOR gates
|-
| Layout cell share with drive strength beyond 1 || 11.5%
|-
| Antenna diode count || 0
|-
| Chip Area || 11,100 um^2
|-
| Area share of the largest cell type after synthesis || a little under an eighth
|-
| Cell accounting for the most synthesized area || sky130_fd_sc_hd__ha_1
|-
| Register clock-pin slew on the reported worst setup and hold paths || 0.05 ns
|-
| Post-layout period usage of the worst path || 39.4%
|-
| Setup TNS after final layout || 0 ns
|-
| Headroom to the max-slew limit || 43.6%
|-
| Flops & latches, synth || 31
|-
| Worst slack after detailed placement || 2.02 ns
|-
| Wire length of the first global-routing pass || 16,700 um
|-
| Netlist area before placement || 4290 um^2
|-
| Crit-path max cell delay || around 0.38 ns
|-
| CP Data Arrival Time || between 1 and 1.5 ns
|-
| RSZ-0062 raised after global routing || false
|-
| Mapped Avg Cell Area || 8.32 um^2
|-
| Buf/Inv on CP || 0
|-
| Iteration tally of the first detailed-router pass || 4
|-
| CTS buffer count || 3
|-
| Hold Violations, Final || 0
|-
| Port buffer count || 29
|-
| Quantity of hold-fixing buffers added after cts || 0
|-
| Maximum clock frequency || 747 MHz
|-
| Number of cells upsized or downsized after cts || 0
|-
| Worst vdd rail ir drop || 0.182 mV
|-
| Number of warnings in the stage logs || 52
|-
| Main flop type || sky130_fd_sc_hd__dfrtp_1
|-
| Global-route total usage across every layer || 18.0%
|-
| Final WS setup || 2.06 ns
|-
| CP max FO || 4
|-
| CP most frequent cell || sky130_fd_sc_hd__nand3_1
|-
| Max Slew Vio Count || 0
|-
| Wirelength, routed || 9460 um
|-
| Result of the run || finished clean
|-
| Detailed-route wire length per cell || 14.4 um
|-
| Register pins left without a clock || 18
|-
| Post-synth cell types || 99
|-
| Critical-path cell list || ha_1, nand3_1, nor2_1, nand3_1, xnor2_1
|-
| Worst-Skew Late Latency || 0.24 ns
|-
| Post-detail-place hpwl || 7240 um
|-
| Cells after Synth || 516
|-
| Die Y-Extent || 106 um
|-
| Clock Path Buffers || 2
|-
| Setup Viol. Count Final || 0
|-
| Maximum number of pins on one net before global-route repair || 32
|-
| Count of endpoints without a timing constraint || 33
|-
| Yosys Warn Count || 1
|-
| Standard cell with the maximum stage delay on the critical path || sky130_fd_sc_hd__dfrtp_1
|-
| Number of inserted filler cells in the final layout || 1,036
|-
| Total gr overflow || 0
|-
| CTS tree || built
|-
| Critical Setup Path Class || reg2reg
|-
| R2R setup slack || around 2.1 ns
|-
| Largest cells by area after synthesis || sky130_fd_sc_hd__ha_1, sky130_fd_sc_hd__dfrtp_1, sky130_fd_sc_hd__dfstp_2
|-
| Synth async-reset ratio || ~100%
|-
| Yosys Instances || 516
|-
| Total cell area reported by yosys after synthesis || 4290 um^2
|-
| Antenna violations before repair || 0
|-
| Number of antenna-violating nets in the routed design || 0
|-
| Setup bufs post-CTS || 0
|-
| Skew final || 0.00239 ns
|-
| Horizontal die size || between 100 and 150 um
|-
| DRC errors left || 0
|-
| Critical path launch point type || flop
|-
| Core footprint || 10,400 um^2
|-
| Floorplan-stage core utilization || 41.4%
|-
| Pwr per Cell Area || roughly 330 nW/um^2
|-
| RD Place Congestion || 0.874
|-
| Crit path DRT || 3.52 ns
|-
| H-tree level count || 1
|-
| Slew at the pin closest to its max-slew limit || 0.844 ns
|-
| Boundary pin count || 31
|-
| Post-DR vias/cell || 5.81
|-
| Number of max-cap violations || 0
|-
| Vias || between 3,000 and 4,000
|-
| Time the worst path needs with I/O delays and setup || about 1.3 ns
|-
| Worst min-delay path class || reg2reg
|-
| Number of synthesized flops with an enable pin || 0
|-
| Yosys top cell by instances || sky130_fd_sc_hd__nand2_1
|-
| Area Overhead vs Synth || 8.08%
|-
| Leading cell types by count after synthesis || sky130_fd_sc_hd__nand2_1, sky130_fd_sc_hd__ha_1, sky130_fd_sc_hd__inv_1
|-
| Vias in the first global route || 3,447
|-
| Initial detailed-routing violation count || 185
|-
| Clock tree root driver cell || sky130_fd_sc_hd__clkbuf_8
|-
| Post-synth seq share || 18.5%
|-
| Overall power consumption || 1.52 mW
|}
==> worst reg2reg max path, cell delays in order, from the launching register on <==
cell and delay, ns:
sky130_fd_sc_hd__dfrtp_1 0.38, sky130_fd_sc_hd__ha_1 0.20, sky130_fd_sc_hd__nand3_1 0.18, sky130_fd_sc_hd__nor2_1 0.22, sky130_fd_sc_hd__nand3_1 0.11, sky130_fd_sc_hd__xnor2_1 0.13
==> power by group <==
group / switching, mW / internal, mW / total (mW)
logic: 0.735 / 0.497 / 1.23
clock network: 0.0512 / 0.0825 / 0.134
registers: 0 / 0.156 / 0.156
total: 0.786 / 0.735 / 1.52
==> registers in the layout, indices dropped and copies added, names as in the netlist <==
| name | count |
|---|---|
| seg7_y | 7 |
| seg7_x | 8 |
| clk_count | 13 |
| count | 3 |
==> cell type report <==
type | count | area (um^2) | share of cell area (%)
repair buffers | 32 | 313 | 6.74
inverters | 39 | 146 | 3.16
well taps | 136 | 170 | 3.67
multi-input cells | 414 | 3170 | 68.3
flip-flops and latches | 31 | 795 | 17.1
clock buffers | 4 | 45.0 | 0.971
==> final timing paths <==
path                                            to              startpoint  cells after the start
max reg2reg                clk_count[10]$_DFF_PN0_  clk_count[0]$_DFF_PN0_                      5
min reg2reg                 clk_count[7]$_DFF_PN0_  clk_count[7]$_DFF_PN0_                      1
max                        clk_count[10]$_DFF_PN0_  clk_count[0]$_DFF_PN0_                      5
min in group asynchronous   clk_count[9]$_DFF_PN0_                     rst                      2
max in group asynchronous   clk_count[7]$_DFF_PN0_                     rst                      2
min                         clk_count[7]$_DFF_PN0_  clk_count[7]$_DFF_PN0_                      1
==> metal layers <==
layer	up-vias	routed length (um)	GRT usage (%)
li1	1930	-	-
met1	1807	4790	28.8
met2	72	4380	28.7
met3	2	264	0.379
met4	0	18	0.794
met5	-	0	0
==> placed cells by master (no fill, tap or decap), drive strengths merged, types with 4 or more instances in the layout <==
master,count
a2111oi,6
a211oi,9
a21oi,23
a221oi,4
a311oi,5
a31oi,6
and2,6
and3,4
clkbuf,4
clkdlybuf4s50,29
dfrtp,16
dfstp,15
ha,41
inv,39
mux2,5
mux2i,13
nand2,42
nand2b,12
nand3,23
nand3b,7
nand4,13
nor2,32
nor2b,5
nor3,19
nor4,6
o2111ai,5
o211ai,6
o21ai,19
o22ai,5
o311ai,4
o31ai,8
or3,5
xnor2,12
xor2,8
==> cells by family (layout without fill, tap and decap cells) <==
group,count (synthesis),after routing,share of synthesized area (%)
compound gates,140,140,27.2
simple gates,191,191,24.1
buf+inv,71,75,7.64
fa+ha+maj,43,43,12.4
xor+xnor,21,21,5.13
other cells,1,1,0.0874
mux,18,18,4.81
flops,31,31,18.5
==> per-stage QoR <==
step	hold slack, ns	instance area, um^2	utilization [%]	cells
floorplan	0.384	4290	-	516
global placement	0.456	4590	44.3	652
detailed placement	0.459	4590	44.3	652
CTS	0.467	4640	44.7	656
global route	0.482	4640	44.7	656
finish	0.467	4640	44.7	656
No activity file was given, so power comes from the tool's default toggle rates.
